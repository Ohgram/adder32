<file path="config.mk">
export PLATFORM = sky130hd
export DESIGN_NAME = adder32
export DESIGN_NICKNAME = adder32
export VERILOG_FILES = /design/flow/design.v
export SDC_FILE = /design/flow/constraint.sdc
export NUM_CORES = 4
export LEC_CHECK = 1
export CORE_UTILIZATION = 30
</file>
<file path="constraint.sdc">
current_design adder32

set clk_period 7.9
set clk_io_pct 0.2

create_clock -name clk0 -period $clk_period [get_ports {clk}]

set non_clock_inputs [all_inputs -no_clocks]
set_input_delay [expr $clk_period * $clk_io_pct] -clock clk0 $non_clock_inputs
set_output_delay [expr $clk_period * $clk_io_pct] -clock clk0 [all_outputs]
</file>
<file path="design.v">
module adder32(
    input       clk,
    input       rst_n,
    input wire[31:0]a_in,
    input wire[31:0]b_in,
    input wire[0:0]c_in,     
    output reg[31:0]sum_out,
    output reg[0:0]c_out
);
    wire c_out_w;
    wire [31:0]sum_out_w;
assign {c_out_w,sum_out_w}=a_in+b_in+c_in;
always@(posedge clk)begin
    if(!rst_n)  begin
        c_out<=1'b0;
        sum_out<=32'b0;
    end
    else    begin
       c_out<=c_out_w;
       sum_out<=sum_out_w; 
    end
end
endmodule
</file>
<file path="run.sh">
#!/bin/bash
# OpenROAD 26Q1-2900-gdf79404cd8, Yosys 0.63+post, stock flow scripts
make -C /OpenROAD-flow-scripts/flow DESIGN_CONFIG=/design/flow/config.mk WORK_HOME=/design/flow/orfs finish
</file>
==> metrics.cfg <==
[drt]
drc=0
n_antenna_cell=0
wirelength_mm=7.258
drt_iter0_drc=107
ant_nets=0
routed-via-count=2630
wire_per_inst_um=13.77
first_pass_iters=4
vias_per_cell=4.991

[sta]
fmax_mhz=232.2
final_max_slew_viol_count=0
max-slew-margin-rel=0.6039
fin_crit_ps=4306
finalSetupViolCount=0
grt_setup_unrepaired=false
hold_viol=0
tightest_slew_ps=590.6
tns_ps=0
whs_ps=2050
fin_crit_sh=0.5451

[hold_path]
min_path_type=in2reg

[layout]
final_cell_mix=clkdlybuf4s50_1, dfxtp_1, ha_1
logic_area_mm2=0.001937
regArea_um2=660.6
drive_above_1_share=0.04057
layout_top_cell=clkdlybuf4s50_1
n_fill_cell=872
area_growth_pct=45.66

[cts]
cts_tree=yes
post_cts_resized=0
cts_max_path_buffers=2
cts.reportedPaths.clkPinSlew_ps=80
ctsHoldBuffers=0
cts-root-buf=clkbuf_8
cts.sinks=33
cts_buffers=5
post-cts-setup-buffers=0
htreeDepth=2

[global_routing]
grt_pass1_wl_mm=11.38
grt_usage=0.1599
gr-total-overflow=0
grt_max_degree=44
antenna_found_initial=0
grt_pass1_vias=2418

[yosys]
synth.cell_area_mm2=0.002664
synthCells=324
top_area_cell=dfxtp_1
yosysTopAreaCellShare=0.2480
ys_cells=324
synth_chip_area_mm2=0.002664
edf_count=0
area_leaders=dfxtp_1, ha_1, and2_1
seq_area_frac_synth=0.2480
synth-main-ff-cell=dfxtp_1
ys_ff=33
synthDistinctLibCells=49
async_reset_ff_frac=0
synth_warnings=1
avgSynthCellArea_um2=8.222

[setup_path]
crit_type=in2reg
crit_arrival_ps=4520
crit_fanout=4
end_kind=flip-flop
cp_data_required_time_ps=8120
startpoint_type=primary input

[status]
status=completed

[die]
fp.dieH_um=96.23
die_w_um=96.23
coreArea_mm2=0.008678
die_area_mm2=0.009260
rows=34
ios=100
fp_util=0.3069

[placed_design]
place_congestion=0.9197
place_hpwl_mm=5.814
io_buffers=99

[job]
warnings=25
cap_violations=0

[pwr]
p_leak_nw=1.594
peakVddDrop_mv=0.07234
powerDensity_mw_per_mm2=161.6

-- logic make-up after synthesis --
kind of cell    share of synthesized area
mux                               0.02255
simple gates                       0.2203
xor+xnor                          0.05589
flops                              0.2480
buf+inv                           0.02489
fa+ha+maj                          0.1606
compound gates                     0.2677
-- area by class of cell --
type | instances | area share
clock buffers | 5 | 0.01774
clock inverters | 3 | 0.01677
repair buffers | 100 | 0.2573
well taps | 108 | 0.03483
multi-input cells | 274 | 0.4992
flip-flops and latches | 33 | 0.1703
inverters | 4 | 0.003870
-- layer usage --
layer | GRT usage | routed length [µm] | vias up
li1 | - | - | 1377
met5 | 0 | 0 | -
met2 | 0.2618 | 3319 | 75
met4 | 0.01990 | 90 | 0
met3 | 0.01847 | 402 | 8
met1 | 0.2344 | 3445 | 1170
-- cell usage after synthesis (all sizes together) (2+ instances only) --
| cell type | count |
|---|---|
| and3 | 8 |
| o21bai | 4 |
| o211ai | 4 |
| clkbuf | 11 |
| a21o | 11 |
| o21ai | 19 |
| nand3 | 8 |
| ha | 31 |
| xnor2 | 10 |
| inv | 4 |
| o31ai | 2 |
| nand2 | 30 |
| dfxtp | 33 |
| a21boi | 3 |
| xor2 | 7 |
| nor2b | 4 |
| and2 | 21 |
| nor2 | 14 |
| nand2b | 7 |
| a211oi | 4 |
| or3 | 2 |
| o2111ai | 2 |
| o31a | 2 |
| nor3 | 5 |
| buf | 2 |
| mux2i | 6 |
| a221oi | 2 |
| a21oi | 27 |
| nand4 | 7 |
| fa | 2 |
| o21a | 12 |
| a211o | 2 |
| a31oi | 8 |
-- where the power goes --
group,switching (W),total [W],internal (W)
combinational,0.000101,0.000237,0.000136
sequential,0.00000658,0.000196,0.000189
clock,0.0000684,0.000194,0.000125
total,0.000176,0.000627,0.000450
-- path summary, 6_finish.rpt --
check / from / endpoint / depth (start not counted)
setup / recovery: a_in[0] / sum_out[26]$_SDFF_PN0_ / 10
hold / removal: c_in[0] / sum_out[0]$_SDFF_PN0_ / 3
-- flip-flops by register name, summed over array words and instances, names as in the netlist --
register and count:
sum_out 32, c_out 1
-- stage by stage --
| step | instances | utilization | power, W | setup WS (ps) | area (µm²) |
|---|---|---|---|---|---|
| 2_1_floorplan | 324 | - | 0.0003266 | 3914 | 2664 |
| 3_3_place_gp | 519 | 0.4317 | 0.0004370 | 3349 | 3746 |
| 3_5_place_dp | 519 | 0.4317 | 0.0004369 | 3289 | 3746 |
| 4_1_cts | 527 | 0.4471 | 0.0006339 | 3591 | 3880 |
| 5_1_grt | 527 | 0.4471 | 0.0006682 | 3446 | 3880 |
| 6_report | 527 | 0.4471 | 0.0006269 | 3594 | 3880 |
-- critical path, cell delays in order --
cell	delay [ps]
clkdlybuf4s50_1	430
fa_1	490
fa_1	410
a21o_1	210
a221o_1	380
nand3_2	110
o21ai_2	80
a211o_1	360
a221oi_2	270
mux2i_1	200
Power figures rest on the tool's default switching activity, not on a simulated workload.
